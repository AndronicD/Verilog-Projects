$ cat /design/flow/config.mk
export PLATFORM = sky130hd
export DESIGN_NAME = id_ex_pipe
export DESIGN_NICKNAME = id_ex_pipe
export VERILOG_FILES = /design/flow/design.v
export SDC_FILE = /design/flow/constraint.sdc
export NUM_CORES = 4
export LEC_CHECK = 1
export CORE_AREA = 10 10 173 173
export DIE_AREA = 0 0 183 183
$ cat /design/flow/constraint.sdc
current_design id_ex_pipe

set clk_period 1.0
set clk_io_pct 0.2

create_clock -name clk0 -period $clk_period [get_ports {clk}]

set non_clock_inputs [all_inputs -no_clocks]
set_input_delay [expr $clk_period * $clk_io_pct] -clock clk0 $non_clock_inputs
set_output_delay [expr $clk_period * $clk_io_pct] -clock clk0 [all_outputs]
$ cat /design/flow/design.v
`timescale 1ns / 1ps
module id_ex_pipe(input clk, reset,
          input MemtoReg_WB, RegWrite_WB, MemRead_MEM, MemWrite_MEM, Branch_MEM, ALUSrc_EX,
          input [1:0] ALUop_EX,
          input [31:0] READ_DATA1, READ_DATA2,
          input [31:0] IMM_ID,
          input [2:0] FUNCT3_ID,
          input [6:0] FUNCT7_ID,
          input [6:0] OPCODE_ID,
          input [4:0] RD_ID,
          input [4:0] RS1_ID,
          input [4:0] RS2_ID, 
          input [31:0] PC_ID,
          output reg MemtoReg_WB_out, RegWrite_WB_out, MemRead_MEM_out, MemWrite_MEM_out, Branch_MEM_out, ALUSrc_EX_out,
          output reg [1:0] ALUop_EX_out, 
          output reg [31:0] READ_DATA1_out,READ_DATA2_out,
          output reg [31:0] IMM_ID_out,
          output reg [2:0] FUNCT3_ID_out,
          output reg [6:0] FUNCT7_ID_out,
          output reg [6:0] OPCODE_ID_out,
          output reg [4:0] RD_ID_out,
          output reg [4:0] RS1_ID_out,
          output reg [4:0] RS2_ID_out,
          output reg [31:0] PC_ID_out);
  always@(posedge clk) begin
    if (reset) begin
        RegWrite_WB_out <= 1'b0;
        MemtoReg_WB_out <= 1'b0;
        MemRead_MEM_out <= 1'b0;
        MemWrite_MEM_out <= 1'b0;
        Branch_MEM_out <= 1'b0;
        ALUSrc_EX_out <= 1'b0;
        ALUop_EX_out <= 2'b0;
        READ_DATA1_out <= 32'b0;
        READ_DATA2_out <= 32'b0;
        IMM_ID_out <= 32'b0;
        FUNCT3_ID_out <= 3'b0;
        FUNCT7_ID_out <= 7'b0;
        OPCODE_ID_out <= 7'b0;
        RD_ID_out <= 5'b0;
        RS1_ID_out <= 5'b0;
        RS2_ID_out <= 5'b0;
        PC_ID_out <= 32'b0;
    end
    else begin
        RegWrite_WB_out <= RegWrite_WB;
        MemtoReg_WB_out <= MemtoReg_WB;
        MemRead_MEM_out <= MemRead_MEM;
        MemWrite_MEM_out <= MemWrite_MEM;
        Branch_MEM_out <= Branch_MEM;
        ALUSrc_EX_out <= ALUSrc_EX;
        ALUop_EX_out <= ALUop_EX;
        READ_DATA1_out <= READ_DATA1;
        READ_DATA2_out <= READ_DATA2;
        IMM_ID_out <= IMM_ID;
        FUNCT3_ID_out <= FUNCT3_ID;
        FUNCT7_ID_out <= FUNCT7_ID;
        OPCODE_ID_out <= OPCODE_ID;
        RD_ID_out <= RD_ID;
        RS1_ID_out <= RS1_ID;
        RS2_ID_out <= RS2_ID;
        PC_ID_out <= PC_ID;
    end
  end
endmodule
$ cat /design/flow/run.sh
#!/bin/bash
# OpenROAD 26Q1-2900-gdf79404cd8, Yosys 0.63+post, stock flow scripts
make -C /OpenROAD-flow-scripts/flow DESIGN_CONFIG=/design/flow/config.mk WORK_HOME=/design/flow/orfs finish
==> impl_metrics.json <==
{
  "wirelength_um": 16700,
  "layout-drive-gt1-share": 0.332,
  "holdPathStages": 3,
  "drtAntennaViolNets": 0,
  "grt_pass1_wl_um": 24300,
  "cp_slowest_stage_delay_ns": 0.37,
  "tool_warnings": 27,
  "yosysUniqueCellTypes": 4,
  "cts_buffers": 17,
  "syn_area_um2": 4510,
  "ys_seq_share": 0.746,
  "core_um2": 26100,
  "cts_tree": "yes",
  "hp-start": "reset",
  "grt_overflow": 0,
  "die_w_um": 183,
  "hp-class": "input port to flip-flop",
  "whs_ns": 0.212,
  "synthCells": 354,
  "final.min_clock_period_ns": 1.09,
  "start_kind": "flip-flop",
  "ys_area_um2": 4510,
  "h-tree-depth": 4,
  "cts_root_buf": "clkbuf_16",
  "path_cells": "buf_6",
  "power_leakage_nw": 3.66,
  "setup_ws_ns": -0.0868,
  "min_to": "PC_ID_out[22]",
  "finalNonFillerCells": 1054,
  "worstMarginPinSlew_ns": 0.209,
  "clkSinkCount": 168,
  "critPathTopFamily": "flip-flops",
  "drc": 0,
  "cp_num_buf_inv": 1,
  "rsz0062_at_grt": "true",
  "syn_area_per_cell_um2": 12.7,
  "dpl.cell_count": 1023,
  "grtUsageTotal": 0.0965,
  "hold_violations": 0,
  "slowest_stage": "dfxtp_4",
  "post-route-period-util": 1.09,
  "vdd_drop_max_v": 0.000861,
  "routed-via-count": 3540,
  "worstPathMaxFanout": 1,
  "yosys_warnings": 1,
  "firstDrtPassIters": 4,
  "drv_cap": 0,
  "routabilityCongestion": 0.849,
  "path_clk_slew_ns": 0.06,
  "drv_slew": 0,
  "grt_pass1_vias": 3753,
  "die_y_um": 183,
  "required_ns": 0.80,
  "wl_per_cell_um": 15.9,
  "grt_max_degree": 43,
  "initCoreUtil": 0.173,
  "power.density_nw_per_um2": 1890,
  "endpoint_kind": "primary output",
  "syn_to_final_growth_pct": 84.0,
  "hpwl_um": 13600,
  "num_antenna_cells": 0,
  "viasPerCell": 3.36,
  "fin_util": 0.317,
  "max_clock_freq_ghz": 0.920,
  "hold_buffers": 0,
  "cp.arrival_ns": 0.89,
  "clk_path_buf_depth": 2,
  "setup_violations": 161,
  "path_class": "flip-flop to primary output",
  "io-pin-count": 338,
  "violations": "setup timing",
  "relSlewSlack": 0.860,
  "antenna_found_initial": 0,
  "drt_iter0_markers": 56,
  "die-area_um2": 33500,
  "post-place-ws_ns": -0.149,
  "fp-row-count": 59,
  "post-cts-setup-buffers": 0,
  "status": "complete, but fails checks",
  "numPortBuffers": 337,
  "yosys-stat-cells": 354,
  "ys.flops": 168
}
cells in the mapped netlist:
library cell  instances  share of area
nor2b_1             168           0.23
dfxtp_1             168           0.75
buf_4                 2         0.0033
buf_2                16          0.018
how the worst max path moves through the flow:
stage	endpoint	slack, ns	cells past startpoint	from
after CTS	ALUop_EX_out[1]	-0.12	1	ALUop_EX_out[1]
after global routing	ALUop_EX_out[1]	-0.13	1	ALUop_EX_out[1]
final	ALUop_EX_out[1]	-0.09	1	ALUop_EX_out[1]
cell usage in the layout (no fill, tap or decap), drive strengths merged:
master           n
buf            184
dfxtp          168
inv              2
clkbuf          22
clkinv           3
nor2b          168
bufinv           4
clkdlybuf4s50  168
layer usage:
| metal | global-route usage | share of wire | up-vias |
|---|---|---|---|
| met5 | 0 | 0 | - |
| met2 | 0.163 | 0.49 | 172 |
| met4 | 0.0118 | 0.013 | 0 |
| li1 | - | - | 1766 |
| met1 | 0.115 | 0.39 | 1593 |
| met3 | 0.0434 | 0.11 | 9 |
timing repair:
action	4_1_cts	5_1_grt
pin swaps	0	0
endpoints found under the setup margin	168	168
gates resized	575	20
cells by family (layout without fill, tap and decap cells):
kind of cell  after synthesis  in the layout  share of synthesized area
buf+inv                    18            383                     0.0211
simple gates              168            168                      0.233
flops                     168            168                      0.746
metrics by stage:
stage	instance area, um2	power, W	TNS, ns
2_1_floorplan	4510	0.00750	0
6_report	8300	0.0157	-2.52
5_1_grt	8300	0.0164	-10.89
3_3_place_gp	8390	0.00905	-0.619
4_1_cts	8240	0.0160	-8.78
3_5_place_dp	8390	0.00906	-0.531
registers in the layout (all words and copies together) (netlist names), 2 cells and up:
name	count
READ_DATA2_out	32
RD_ID_out	5
IMM_ID_out	32
RS2_ID_out	5
PC_ID_out	32
RS1_ID_out	5
OPCODE_ID_out	7
FUNCT7_ID_out	7
READ_DATA1_out	32
FUNCT3_ID_out	3
ALUop_EX_out	2
final cells by class:
class | count | area (um2)
tap | 335 | 419
multi-input combinational | 168 | 1050
clock buffer | 22 | 474
fill | 2677 | 17800
timing repair buffer | 352 | 2790
sequential | 168 | 3400
clock inverter | 9 | 164
report_power, final:
part	internal [W]	switching [W]
clock network	0.00441	0.00270
logic	0.00105	0.000370
registers	0.00706	0.0000835
No activity file was given, so power comes from the tool's default toggle rates.
