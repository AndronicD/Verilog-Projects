**config.mk**
```make
export PLATFORM = sky130hd
export DESIGN_NAME = ex_mem
export DESIGN_NICKNAME = ex_mem
export VERILOG_FILES = /design/flow/design.v
export SDC_FILE = /design/flow/constraint.sdc
export NUM_CORES = 4
export LEC_CHECK = 1
export CORE_UTILIZATION = 40
```
**constraint.sdc**
```tcl
current_design ex_mem

set clk_period 1.0
set clk_io_pct 0.2

create_clock -name clk0 -period $clk_period [get_ports {clk}]

set non_clock_inputs [all_inputs -no_clocks]
set_input_delay [expr $clk_period * $clk_io_pct] -clock clk0 $non_clock_inputs
set_output_delay [expr $clk_period * $clk_io_pct] -clock clk0 [all_outputs]
```
**design.v**
```verilog
`timescale 1ns / 1ps
module ex_mem(input clk, reset,
           input zero_in,
           input[31:0] ALU_in,
           input[31:0] pc_in,
           input[31:0] reg2_data_in,
           input[4:0] rd_in,
           input[2:0] func3_in,
           input MemtoReg_WB, RegWrite_WB, MemRead_MEM, MemWrite_MEM, Branch_MEM,
           output reg zero_out,
           output reg[31:0] ALU_out,
           output reg[31:0] pc_out,
           output reg[31:0] reg2_data_out,
           output reg[4:0] rd_out,
           output reg[2:0] func3_out,
           output reg MemtoReg_WB_out, RegWrite_WB_out, MemRead_MEM_out, MemWrite_MEM_out, Branch_MEM_out
    );
     always@(posedge clk)
        begin
        if (reset)
            begin
                ALU_out <= 32'b0;
                zero_out <= 0;
                pc_out <= 32'b0;
                reg2_data_out <= 32'b0;
                rd_out <= 5'b0;
                func3_out <= 3'b0;
                MemtoReg_WB_out <= 1'b0;
                RegWrite_WB_out <= 1'b0;
                MemRead_MEM_out <= 1'b0;
                MemWrite_MEM_out <= 1'b0;
                Branch_MEM_out <= 1'b0;
            end
        else
            begin
                ALU_out <= ALU_in;
                zero_out <= zero_in;
                pc_out <= pc_in;
                reg2_data_out <= reg2_data_in;
                rd_out <= rd_in;
                func3_out <= func3_in;
                MemtoReg_WB_out <= MemtoReg_WB;
                RegWrite_WB_out <= RegWrite_WB;
                MemRead_MEM_out <= MemRead_MEM;
                MemWrite_MEM_out <= MemWrite_MEM;
                Branch_MEM_out <= Branch_MEM;
            end
        end
endmodule
```
**run.sh**
```bash
#!/bin/bash
# OpenROAD 26Q1-2900-gdf79404cd8, Yosys 0.63+post, stock flow scripts
make -C /OpenROAD-flow-scripts/flow DESIGN_CONFIG=/design/flow/config.mk WORK_HOME=/design/flow/orfs finish
```
==> out/summary.txt <==
Syn Inst Count = 232
WP data arrival = 0.78 ns
post-synth area from yosys stat = 0.00302 sq mm
CTS Buf Count = 9
Slowest-stage cell, CP = dfxtp_2
Worst IR Drop VDD = 1.00 mV
Tool Warnings = 28
CP Capture Type = output pin
die height = 88.9 microns
global-route wire length before repair = 10.4 mm
First-pass DRT Iterations = 4
DRC = 0
yosys stat cell total = 232
TritonCTS clock tree = yes
ant diodes = 0
leading area contributor after synthesis = dfxtp_1
crit path time final = 0.980 ns
WL met3 = 1.22 mm
fill count = 601
total I/O pin count = 222
Yosys top cell area share = 0.729
Worst Hold Class = input pin to flop
Worst Path Max Fanout = 1
Sw Pwr = 1.65 mW
Post-Syn Area = 0.00302 sq mm
status = complete, no violations
Cell Pwr Density = 1610 mW/mm^2
Final ANT Viol Nets = 0
Pins Over Slew Limit = 0
Post-synth seq share = 0.729
fin crit share = 0.980
final worst slack = 0.0204 ns
slowest stage delay, CP = 0.33 ns
chip footprint = 0.00790 sq mm
area growth from synthesis to layout = 62.7%
MI comb area = 688 sq um
Port Buffer Count = 221
DPL Wire Length = 5.62 mm
CP Buf/Inv Count = 1
pin count of the biggest net entering global routing = 57
Worst-path clk slew = 0.09 ns
WL met1 = 2.44 mm
fin util = 0.674
met2 wire len = 3.59 mm
Slew headroom = 0.842
initial antenna violation count = 0
startpoint types = flop
Global Route Usage Sum = 0.183
row count = 31
Max-Cap Viols = 0
Crit path max-delay family = flip-flops
fp util = 0.414
Min Hold Slack = 0.293 ns
First DRT Iteration DRCs = 33
Final Hold Fails = 0
Flops after synth = 110
TritonCTS Sinks = 110
critical path class = flop to output pin
share of post-route cells with drive strength above 1 = 0.298
Yosys warning count = 1
Pint = 6.25 mW
DR top layer = met4
biggest area cells = dfxtp_1, nor2b_1, buf_6
CTS Root Cell = clkbuf_8
chip width = 88.9 microns
crit-path cells = buf_6
mean post-synth cell area = 13.0 sq um
unrepaired setup endpoints after global routing = yes
H-Tree Depth = 3
Worst Tran Pin Value = 0.237 ns
final setup violation count = 0
DR vias = 2224
dpl ws = 0.00526 ns
fmax = 1020 MHz
TNS Setup = 0 ns
WP data required = 0.80 ns
Core Box Area = 0.00729 sq mm
DR WL/cell = 13.2 microns
clock network fraction of total power = 0.304
GRT overflow = 0
DR vias/cell = 3.99
Synth cell types = 4
final WL = 7.35 mm
Flop area = 0.00221 sq mm
power share of the sequential group = 0.590
GPL Wtd Cong = 0.780
Switching Fraction = 0.209
vias in the first global route = 2014
Total Power = 7.89 mW
combinational power share = 0.106
P_leak = 2.24 nW
clk buf depth = 2
-- placed cells by master (no fill, tap or decap) --
| master | n |
|---|---|
| buf_12 | 2 |
| buf_2 | 109 |
| buf_4 | 1 |
| buf_6 | 1 |
| clkbuf_8 | 10 |
| clkdlybuf4s50_1 | 110 |
| clkinv_2 | 2 |
| clkinv_4 | 2 |
| dfxtp_1 | 102 |
| dfxtp_2 | 8 |
| inv_6 | 2 |
| nor2b_1 | 110 |
-- what timing repair did --
action,4_1_cts,5_1_grt
setup endpoints to repair,110,105
buffers inserted,0,0
resized,342,6
pin swaps,0,0
hold buffers,0,0
hold endpoints to repair,0,0
-- power by group through the flow --
| stage | Combinational (mW) | Clock (mW) | Sequential [mW] |
|---|---|---|---|
| global route | 0.921 | 2.74 | 4.69 |
| finish | 0.835 | 2.40 | 4.66 |
| CTS | 0.853 | 2.51 | 4.66 |
-- state kept, by name (all words and copies together), names as in the netlist --
register / flops
func3_out: 3
RegWrite_WB_out: 1
MemWrite_MEM_out: 1
MemRead_MEM_out: 1
pc_out: 32
zero_out: 1
rd_out: 5
MemtoReg_WB_out: 1
ALU_out: 32
Branch_MEM_out: 1
reg2_data_out: 32
-- synthesized netlist by cell type --
master and instances:
nor2b_1 110, buf_6 11, buf_2 1, dfxtp_1 110
-- logic make-up after synthesis --
family                 count (synthesis)  synth area share
buffers and inverters                 12            0.0427
flip-flops                           110             0.729
AND/OR/NAND/NOR                      110             0.228
-- through the flow --
| step | area (sq um) | cells |
|---|---|---|
| floorplan | 3020 | 232 |
| detailed placement | 5260 | 542 |
| CTS | 4900 | 558 |
| global placement | 5260 | 542 |
| finish | 4910 | 558 |
| global route | 4910 | 558 |
-- area by class of cell --
type	count	share of cell area
clock inverter	6	0.00917
clock buffer	10	0.0280
sequential	110	0.450
multi-input combinational	110	0.140
timing repair buffer	223	0.347
tap	99	0.0252
-- path summary, 6_finish.rpt --
kind | startpoint | end | slack [ns] | cells past startpoint
hold / removal | reset | reg2_data_out[16] | 0.29 | 3
setup / recovery | reg2_data_out[16] | reg2_data_out[16] | 0.02 | 1
-- metal layers --
layer	vias to the layer above	global-route usage
met4	0	0.0249
met2	134	0.312
met3	8	0.116
met5	-	0
li1	1133	-
met1	949	0.199
Power figures rest on the tool's default switching activity, not on a simulated workload.
